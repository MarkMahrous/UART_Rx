<file path="flow/design.v">
module Edge_Bit_Counter(
  input wire CLK, RST,
  input wire enable,
  input wire [5 : 0] Prescale,
  output reg [2 : 0] bit_cnt,
  output reg [4 : 0] edge_cnt
  );
always @(posedge CLK, negedge RST)
begin
  if(!RST)
    begin
    end
  else if(enable)
    begin
      case(Prescale)
        6'b000100: begin
          if(edge_cnt == 'b00011)
            begin
              bit_cnt = bit_cnt + 1;
              edge_cnt = 'b0;
            end
          else
            begin
              edge_cnt = edge_cnt + 1;
            end
        end
        6'b001000: begin
          if(edge_cnt == 'b00111)
            begin
              bit_cnt = bit_cnt + 1;
              edge_cnt = 'b0;
            end
          else
            begin
              edge_cnt = edge_cnt + 1;
            end
        end
        6'b010000: begin
          if(edge_cnt == 'b01111)
            begin
              bit_cnt = bit_cnt + 1;
              edge_cnt = 'b0;
            end
          else
            begin
              edge_cnt = edge_cnt + 1;
            end
        end
        6'b100000: begin
          if(edge_cnt == 'b11111)
            begin
              bit_cnt = bit_cnt + 1;
              edge_cnt = 'b0;
            end
          else
            begin
              edge_cnt = edge_cnt + 1;
            end
        end
        default: begin
          bit_cnt = 'b0;
          edge_cnt = 'b0;
        end
      endcase
    end
  else
    begin
      bit_cnt = 'b0;
      edge_cnt = 'b0;
    end
end
endmodule
</file>
<file path="flow/constraint.sdc">
current_design Edge_Bit_Counter

set clk_period 2.6
set clk_io_pct 0.2

create_clock -name clk0 -period $clk_period [get_ports {CLK}]

set non_clock_inputs [all_inputs -no_clocks]
set_input_delay [expr $clk_period * $clk_io_pct] -clock clk0 $non_clock_inputs
set_output_delay [expr $clk_period * $clk_io_pct] -clock clk0 [all_outputs]
</file>
<file path="flow/run.sh">
#!/bin/bash
# OpenROAD 26Q1-2900-gdf79404cd8, Yosys 0.63+post, stock flow scripts
make -C /OpenROAD-flow-scripts/flow DESIGN_CONFIG=/design/flow/config.mk WORK_HOME=/design/flow/orfs finish
</file>
<file path="flow/config.mk">
export PLATFORM = sky130hd
export DESIGN_NAME = Edge_Bit_Counter
export DESIGN_NICKNAME = Edge_Bit_Counter
export VERILOG_FILES = /design/flow/design.v
export SDC_FILE = /design/flow/constraint.sdc
export NUM_CORES = 4
export LEC_CHECK = 1
export CORE_AREA = 10 10 71 71
export DIE_AREA = 0 0 81 81
</file>
==> reports/metrics.csv <==
stage;metric;value;unit
status;status;finished clean;
critical_path;crit-path max FO;4;
pwr;PwrDens;400.9;nW/um2
detailed_routing;average wire per standard cell;10.66;um
global_routing;remaining global-route overflow;0;
detailed_routing;first drt pass iteration count;4;
detailed_routing;DRC;0;
sta;RSZ-0062 raised after global routing;no;
pwr;IR drop worst, VDD;0.1260;mV
critical_path;Startpoint Class;input port;
placement;DP Wirelength;1156;um
detailed_routing;Detailed Route Iter0 Violations;35;
critical_path;Worst EP required;2580;ps
final_layout;P&R area growth vs syn;52.58;%
global_routing;largest net degree at the start of global routing;8;
detailed_routing;ANT nets after route;0;
logic_synthesis;Ys Warns;1;
pwr;leakage;0.3142;nW
pwr;switch share;20.08;%
placement;RD Place Congestion;0.8427;
critical_path;Crit Path Class;in -> reg;
placement;post-place setup slack;-12.03;ps
sta;TNS Setup;0;ps
floorplanning;chip height;81;um
sta;Final Skew;0.5759;ps
detailed_routing;Detailed Route WL;1418;um
clock_tree;CTS tree;done;
critical_path;Worst path depth;5;
global_routing;number of global-route vias before repair;547;
logic_synthesis;distinct lib cells;25;
pwr;sequential power share;43.4;%
logic_synthesis;yosys cell count;60;
final_layout;final core utilization;24.48;%
critical_path;Setup crit end kind;flop;
critical_path;Worst EP arrival;2390;ps
min_path;hold path cells;1;
pwr;Pint;285.0;uW
pwr;combinational power share;16.1;%
critical_path;critical path's top delay family;AND-OR/OR-AND gates;
floorplanning;Rows;22;
global_routing;met3 global-route usage;2.004;%
clock_tree;H-tree depth;1;
floorplanning;Pre-Place Util;16.05;%
sta;final hold viol count;0;
clock_tree;post-CTS sizing;0;
placement;PortBufs;16;
sta;final hold slack;585.5;ps
detailed_routing;n_diodes;0;
pwr;power consumption;356.6;uW
global_routing;met1 usage in global routing;5.790;%
clock_tree;hold-fix buffers at CTS;0;
logic_synthesis;Synth Cell Area;583.1;um2
sta;Final Critical Period;2406;ps
pwr;clock power share;40.4;%
global_routing;initial antenna violation count;0;
clock_tree;total CTS buffers;3;
clock_tree;CTS clk-pin slew, worst paths;40;ps
logic_synthesis;Synth async-reset ratio;0;%
sta;fmax;0.4155;GHz
final_layout;fin cells;133;
detailed_routing;via total after detailed routing;525;
logic_synthesis;Commonest flop;edfxtp_1;
critical_path;CP Buf/Inv Count;1;
flow_run;OpenROAD warning count;27;
clock_tree;Sink Count;8;
clock_tree;Setup Buffers After CTS;0;
logic_synthesis;register share after synthesis;41.20;%
critical_path;R2R setup slack;510;ps
min_path;Hold WC Path Type;reg -> reg;
clock_tree;Latency at later pin;220;ps
final_layout;fraction of layout instances using a drive strength above 1;14.12;%
critical_path;Worst path slowest cell;or4b_1;
global_routing;GR peak layer;met2;
clock_tree;root buf cell;clkbuf_8;
pwr;Psw;71.63;uW
sta;fin crit share;92.56;%
global_routing;met2 GRT Util;6.927;%
floorplanning;I/O pin total;17;
detailed_routing;vias per cell;3.947;
sta;crit path setup slack, layout;193.5;ps
clock_tree;Max Root-Sink Buffers;2;
sta;Slew @ Worst Pin;616.1;ps
logic_synthesis;Synth Register Bits;8;
logic_synthesis;post-synth tally of flip-flops with integrated enable;8;
sta;pins over their slew limit;0;
floorplanning;total die size;6561;um2
placement;DP Cell Count;130;
critical_path;crit-path max cell delay;550;ps
critical_path;R2R cell count;8;
floorplanning;Chip Width;81;um
logic_synthesis;syn_area_per_cell;9.718;um2
logic_synthesis;Mapped Cells;60;
floorplanning;core area;3633;um2
sta;final setup fails;0;
global_routing;GR Util All Layers;4.503;%
global_routing;first-pass GRT wire length;2442;um
critical_path;CP Cell Sequence;clkdlybuf4s50_1 > or4b_1 > o41ai_1 > o21ai_0 > a31o_2;
flow_run;max cap viols;0;
placement;Placement Cell Area;848.3;um2
sta;Slew HR;58.49;%
logic_synthesis;synthesis area per yosys;583.1;um2
final_layout;post-route cell area;889.6;um2
==> placed cells by master (no fill, tap or decap) <==
cell type	n
clkdlybuf4s50_1	16
edfxtp_1	8
inv_1	6
buf_4	6
nor2_1	5
ha_1	5
nand2_1	4
a21oi_1	4
nor3b_1	3
xnor2_1	3
o21ai_0	3
nand2b_1	3
clkbuf_8	3
nand3_1	2
or4_2	1
nand3b_1	1
or4b_1	1
o41ai_1	1
nor4_1	1
o21ai_1	1
nor2b_1	1
a31o_2	1
or3_1	1
a311o_1	1
a21boi_0	1
a221oi_2	1
o22ai_1	1
nor3_1	1
==> flip-flops by register name (all words and copies together), names as in the netlist <==
name	cells
bit_cnt	3
edge_cnt	5
==> cell families (layout without fill, tap and decap cells) <==
logic type      after synthesis  after routing  share of synthesized area [%]
flops                         8              8                          41.20
simple gates                 24             24                          23.18
fa+ha+maj                     5              5                          10.73
buf+inv                       6             31                          3.862
xor+xnor                      3              3                          4.507
compound gates               14             14                          16.52
==> cell type report <==
type                       instances  area (um2)
multi-input combinational         46       320.3
fill                             394        2744
inverter                           6       22.52
sequential                         8       240.2
tap                               48       60.06
clock buffer                       3       41.29
timing repair buffer              22       205.2
==> metal layers <==
metal  up-vias  wire length (um)
met5         -                 0
met4         0                 6
met3         2               162
met2        14               604
met1       237               645
li1        272                 -
==> power groups by stage <==
stage / clock, mW / sequential, mW / combinational [mW]
global route: 0.157 / 0.156 / 0.0649
finish: 0.144 / 0.155 / 0.0575
CTS: 0.152 / 0.155 / 0.0588
==> final timing paths <==
check / from / to
setup / recovery: Prescale[1] / bit_cnt[0]
hold / removal: bit_cnt[0] / bit_cnt[0]
hold reg to reg: bit_cnt[0] / bit_cnt[0]
setup reg to reg: edge_cnt[0] / edge_cnt[2]
==> cells in the mapped netlist, drive strengths merged, types with 2 or more instances <==
cell type / instances / area share, %
a21oi: 4 / 3.4
nand2b: 3 / 3.2
o21ai: 4 / 3.4
nand2: 4 / 2.6
inv: 6 / 3.9
nand3: 2 / 1.7
edfxtp: 8 / 41
ha: 5 / 11
nor2: 5 / 3.2
nor3b: 3 / 3.9
xnor2: 3 / 4.5
==> worst reg2reg max path: cells and delay by family, from the launching register on <==
kind / cells / cell delay [ps]
AND/OR/NAND/NOR: 2 / 290
AND-OR/OR-AND: 3 / 720
adder cells (fa/ha/maj): 2 / 420
flip-flops: 1 / 430
buffers and inverters: 1 / 70
Power and IR drop assume default switching activity.
