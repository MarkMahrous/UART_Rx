==> flow/design.v <==
module data_sampling (
 input   wire                  CLK,
 input   wire                  RST,
 input   wire                  S_DATA,
 input   wire   [5:0]          Prescale,
 input   wire   [5:0]          edge_count,
 input   wire                  Enable, 
 output  reg                   sampled_bit
);
reg  [2:0]    Samples ;
wire [4:0]    half_edges ,
              half_edges_p1 ,
			  half_edges_n1 ;
assign 	half_edges    = (Prescale >> 1) - 'b1 ;
assign 	half_edges_p1 =  half_edges + 'b1 ;
assign 	half_edges_n1 =  half_edges - 'b1 ;
always @ (posedge CLK or negedge RST)
 begin
  if(!RST)
   begin
    Samples <= 'b0 ;
   end
  else 
   begin
    if(Enable) 
	 begin
	  if(edge_count == half_edges_n1)
       begin
        Samples[0] <= S_DATA ;
       end	
      else if(edge_count == half_edges)
       begin
        Samples[1] <= S_DATA ;
       end	
      else if(edge_count == half_edges_p1)
       begin
        Samples[2] <= S_DATA ;
       end
     end
    else
     begin
      Samples <= 'b0 ;
     end 
   end	 
 end
always @ (posedge CLK or negedge RST)
 begin
  if(!RST)
   begin
    sampled_bit <= 'b0 ;
   end
  else
   begin
    if(Enable) 
	 begin
      case (Samples)
      3'b000 : begin
                sampled_bit <= 1'b0 ;
               end	
      3'b001 : begin
                sampled_bit <= 1'b0 ;
               end
      3'b010 : begin
                sampled_bit <= 1'b0 ;
               end	
      3'b011 : begin
                sampled_bit <= 1'b1 ;
               end	
      3'b100 : begin
                sampled_bit <= 1'b0 ;
               end
      3'b101 : begin
                sampled_bit <= 1'b1 ;
               end	
      3'b110 : begin
                sampled_bit <= 1'b1 ;
               end
      3'b111 : begin
                sampled_bit <= 1'b1 ;
               end
      endcase
     end
    else
     begin
       sampled_bit <= 1'b0 ;
     end	 
   end
 end 
endmodule
==> flow/run.sh <==
#!/bin/bash
# OpenROAD 26Q1-2900-gdf79404cd8, Yosys 0.63+post, stock flow scripts
make -C /OpenROAD-flow-scripts/flow DESIGN_CONFIG=/design/flow/config.mk WORK_HOME=/design/flow/orfs finish
==> flow/config.mk <==
export PLATFORM = sky130hd
export DESIGN_NAME = data_sampling
export DESIGN_NICKNAME = data_sampling
export VERILOG_FILES = /design/flow/design.v
export SDC_FILE = /design/flow/constraint.sdc
export NUM_CORES = 4
export LEC_CHECK = 1
export CORE_AREA = 10 10 70 70
export DIE_AREA = 0 0 80 80
==> flow/constraint.sdc <==
current_design data_sampling

set clk_period 1.0
set clk_io_pct 0.2

create_clock -name clk0 -period $clk_period [get_ports {CLK}]

set non_clock_inputs [all_inputs -no_clocks]
set_input_delay [expr $clk_period * $clk_io_pct] -clock clk0 $non_clock_inputs
set_output_delay [expr $clk_period * $clk_io_pct] -clock clk0 [all_outputs]
==> deck_impl_summary.md <==
Synthesis and Place & Route Summary

Timing
  • Final count of negative-setup-slack endpoints: 3
  • RSZ-0062 raised after global routing: yes
  • Minimum clock period: approximately 1.6 ns
  • Max-slew headroom: around 80%
  • Slew at the pin closest to its max-slew limit: a little over 0.3 ns
  • Post-route worst setup slack: -0.5709 ns
  • Final hold violation count: 0
  • Fmax: 636.6 MHz
  • Skew final: 0.0006212 ns
  • Pins Over Slew Limit: 0
  • Final Cycle Share: 157.1%
  • Hold_ws: ~0.17 ns

Power and ir drop
  • PwrDens: about 760 nW/um2
  • Leakage: roughly 0.43 nW
  • Maximum VDD drop: ~0.22 mV

Routing
  • First drt pass iteration count: 2
  • DRC violations left: 0
  • Total number of vias: around 570
  • WL final: 1528 um
  • Ant diodes: 0
  • First-iteration detailed-routing DRC count: 41
  • Via density per instance: between 3 and 4
  • Drt wl/cell: around 11 um
  • Post-route ant nets: 0

Logic synthesis
  • Cell Type Count: 28
  • Yosys synthesis chip area: between 500 and 600 um2
  • # Cells Yosys: between 60 and 70
  • Yosys top cell by area: dfrtp_1
  • Seq share, synth: 18.31%
  • Top cells, area: dfrtp_1, xnor2_1, mux2i_1
  • Number of synthesis warnings: 1
  • Area leader share: between 15 and 20%
  • Post-Syn Area per Cell: slightly below 9 um2
  • Post-Synth Simple-Gate Area: about a quarter
  • Mux share: between 7 and 8%
  • Post-Synth AOI/OAI Area: between 10 and 15%
  • Synth Cell Area: 546.8 um2
  • Dominant combinational family: simple AND/OR/NAND/NOR gates
  • Synth flops: 4
  • Post-Syn Instances: roughly 63
  • Yosys xor share: 23.57%
  • Post-Synth Adder-Cell Area: under 10%

GRT
  • Vias in the first global route: ~600
  • Gr busiest metal: met2
  • Met1 Track Usage GR: between 6 and 7%
  • Met2 usage: slightly below 8%
  • Global-route wire length before repair: 2525 um
  • GR Util met3: approximately 1%
  • Largest net degree at the start of global routing: 7
  • Grt ovf: 0
  • Initial antenna violation count: 0
  • GRT Total Usage: roughly 4.8%

CTS
  • TritonCTS Buffers: 3
  • CTS tree: done
  • Clock transition at path regs: around 0.04 ns
  • H-tree levels: 1
  • Clock tree root driver cell: clkbuf_4
  • Late-Pin Clk Latency: around 0.23 ns
  • Hold buffer count at cts: 0
  • Clk sinks: 4
  • CTS max path bufs: 2

Worst setup path
  • Critical path buffers and inverters: 2
  • CP Data Arrival Time: about 1.7 ns
  • Critical Path Source Type: input port
  • Crit path largest cell delay: ~0.53 ns
  • Worst-path cell chain: buf_8 > inv_4 > ha_4 > xnor2_4 > xnor2_2 > or4_4 > nor3_4 > mux2i_1 > nor2b_1
  • Critical path's top delay family: simple AND/OR/NAND/NOR gates
  • Slowest-stage cell, CP: or4_4
  • Setup CP Type: input port to register
  • CP max FO: 3
  • CP required: between 1 and 1.5 ns
  • CP Capture Type: register

Outcome
  • Status: finished with violations
  • Failing checks: setup timing

Floorplan
  • Die Size: about 6400 um2
  • Chip Width: approximately 80 um
  • Starting Density: between 10% and 20%
  • Row cnt: 21
  • Die Y: 80 um
  • Top Ports: 17
  • Core ar.: around 3400 um2

Placement
  • Hpwl dp: roughly 1200 um
  • Port Buffer Count: 15
  • RePlAce Congestion: approximately 0.77

Min path
  • Hold WC Path Type: input port to async pin

Layout
  • Most numerous logic cell after layout: buf_4
  • Post-layout util: between 30% and 40%
  • Area added between synthesis and finish: 93.59%
  • Share of layout cells above drive strength 1: roughly half
  • Top Layout Cells: buf_4, xnor2_2, clkdlybuf4s50_1

Job
  • Stage-log warning count: 31
  • Max Cap Viol: 0
[synthesized netlist by cell type, drive strengths merged]
master and count:
nor3 4, nor4 1, mux2i 4, a221oi 1, nand3 3, or2 1
ha 3, xor2 1, and2b 2, a21oi 1, inv 2, nand2b 1
buf 1, a32o 1, dfrtp 4, a31oi 1, nand2 5, xnor2 12
a22oi 1, nor2 5, or4 1, o21a 1, nor2b 3, o21ai 2
a2111oi 1, a21boi 1
[repair_timing]
item                                    4_1_cts  5_1_grt
setup buffers                                 4        1
endpoints found under the setup margin        4        3
gates resized                                34       17
pin swaps                                    12       13
[state kept, by name (all words and copies together), names as in the netlist]
register and cells:
Samples 3, sampled_bit 1
[per-stage QoR]
| stage | instances | TNS (ns) | worst slack, ns | instance area (um2) | power [mW] |
|---|---|---|---|---|---|
| floorplan | 63 | -2.209 | -0.8020 | 576.8 | 0.3637 |
| global placement | 138 | -4.011 | -1.359 | 882.1 | 0.5102 |
| detailed placement | 138 | -4.051 | -1.358 | 882.1 | 0.5141 |
| CTS | 145 | -1.851 | -0.6413 | 988.4 | 0.7749 |
| global route | 145 | -1.860 | -0.6457 | 1059 | 0.8699 |
| finish | 145 | -1.578 | -0.5709 | 1059 | 0.8093 |
[metal layers]
layer	part of all wire, %	vias to the layer above
met2	48	10
met5	0	-
li1	-	296
met1	48	264
met4	0	0
met3	3.1	0
[logic make-up after synthesis]
kind of cell             count (synthesis)
AND/OR/NAND/NOR                         26
multiplexers                             4
flip-flops                               4
XOR/XNOR                                13
adder cells (fa/ha/maj)                  3
buffers and inverters                    3
AND-OR/OR-AND                           10
[power by group]
group	switching [mW]	internal, mW
registers	0.00114	0.164
clock network	0.0649	0.134
logic	0.192	0.253
[area by class of cell]
type,instances,area (um2)
repair buffers,34,307.8
multi-input cells,56,558.0
inverters,2,12.51
well taps,46,57.56
clock buffers,3,22.52
fillers,355,2357
flip-flops and latches,4,100.1
[worst paths after layout]
path,start,end,slack (ns),depth (start not counted)
min in group clk0,edge_count[0],Samples[0]$_DFFE_PN0P_,0.51,4
hold / removal,RST,Samples[2]$_DFFE_PN0P_,0.17,1
max in group asynchronous,RST,Samples[1]$_DFFE_PN0P_,0.67,1
setup / recovery,Prescale[1],Samples[1]$_DFFE_PN0P_,-0.57,9
hold reg to reg,Samples[2]$_DFFE_PN0P_,Samples[2]$_DFFE_PN0P_,0.55,2
setup reg to reg,Samples[0]$_DFFE_PN0P_,sampled_bit$_DFF_PN0_,0.22,2
Power and IR drop assume default switching activity.
