<file path="design/flow/run.sh">
#!/bin/bash
# OpenROAD 26Q1-2900-gdf79404cd8, Yosys 0.63+post, stock flow scripts
make -C /OpenROAD-flow-scripts/flow DESIGN_CONFIG=/design/flow/config.mk WORK_HOME=/design/flow/orfs finish
</file>
<file path="design/flow/config.mk">
export PLATFORM = sky130hd
export DESIGN_NAME = uart_rx_fsm
export DESIGN_NICKNAME = uart_rx_fsm
export VERILOG_FILES = /design/flow/design.v
export SDC_FILE = /design/flow/constraint.sdc
export NUM_CORES = 4
export LEC_CHECK = 1
export CORE_AREA = 10 10 85 85
export DIE_AREA = 0 0 95 95
</file>
<file path="design/flow/design.v">
module uart_rx_fsm  # ( parameter DATA_WIDTH = 8 ) (
 input   wire                  CLK,
 input   wire                  RST,
 input   wire                  S_DATA,
 input   wire   [5:0]          Prescale,  
 input   wire                  parity_enable, 
 input   wire   [3:0]          bit_count,
 input   wire   [5:0]          edge_count,
 input   wire                  par_err,
 input   wire                  stp_err, 
 input   wire                  strt_glitch,
 output  reg                   strt_chk_en,  
 output  reg                   edge_bit_en, 
 output  reg                   deser_en, 
 output  reg                   par_chk_en, 
 output  reg                   stp_chk_en,
 output  reg                   dat_samp_en,
 output  reg                   data_valid
);
localparam  [2:0]      IDLE     = 3'b000 ,
                       start    = 3'b001 ,
					   data     = 3'b011 ,
					   parity   = 3'b010 ,
					   stop     = 3'b110 ,
					   err_chk  = 3'b111 ;
reg         [2:0]      current_state , 
                       next_state    ;
wire        [5:0]      check_edge , 
                       error_check_edge;                 					   
assign  check_edge = (Prescale - 6'd1) ;
assign  error_check_edge = (Prescale - 6'd2) ;
always @ (posedge CLK or negedge RST)
 begin
  if(!RST)
   begin
    current_state <= IDLE ;
   end
  else
   begin
    current_state <= next_state ;
   end
 end
always @ (*)
 begin
  case(current_state)
  IDLE   : begin
             if(!S_DATA)
			  next_state = start ;
			else
			  next_state = IDLE ; 			
           end
  start  : begin
             if(bit_count == 4'd0 && edge_count == check_edge)
			   begin
			    if(!strt_glitch)                     
				 begin
			      next_state = data ;
                 end
                else 
                 begin
 			      next_state = IDLE ;       
                 end		
               end
			 else
			   begin
			    next_state = start ; 			
               end			  
           end
  data   : begin
             if(bit_count == 4'd8 && edge_count == check_edge)
			   begin
			     if(parity_enable)
				   begin
			        next_state = parity ;
				   end 
                 else
				   begin
			        next_state = stop ;
                   end					
               end
			 else
			   begin
			    next_state = data ; 			
               end			  
           end 
  parity : begin
             if(bit_count == 4'd9 && edge_count == check_edge)
			   begin
			    next_state = stop ; 
               end
			 else
			   begin
			    next_state = parity ; 			
               end			  
            end
  stop    : begin  
			  if(parity_enable)
				begin
				  if(bit_count == 4'd10 && edge_count == error_check_edge)
			        begin
			          next_state = err_chk ; 
                    end
			      else
			        begin
					  next_state = stop ; 			
                   end					   
			    end
              else
                begin
				  if(bit_count == 4'd9 && edge_count == error_check_edge)
			        begin
			          next_state = err_chk ; 
                    end
			      else
			        begin
					  next_state = stop ; 			
                   end	
                end				
            end	
  err_chk : begin
              if(!S_DATA)
			   next_state = start ;
			  else
			   next_state = IDLE ; 									  
            end				  		   
  default: begin
			 next_state = IDLE ; 
           end	
  endcase                 	   
 end 
always @ (*)
 begin
  edge_bit_en = 1'b0 ;
  dat_samp_en = 1'b0 ;  
  deser_en    = 1'b0 ; 
  par_chk_en  = 1'b0 ; 
  stp_chk_en  = 1'b0 ;
  data_valid  = 1'b0 ;
  strt_chk_en = 1'b0 ;
  case(current_state)
  IDLE   : begin
             if(!S_DATA)
			  begin
               edge_bit_en = 1'b1 ; 
               deser_en    = 1'b0 ; 
               par_chk_en  = 1'b0 ; 
               stp_chk_en  = 1'b0 ;	
			   strt_chk_en = 1'b1 ;
               dat_samp_en = 1'b1 ; 			   
			  end 
			else
			  begin
			   strt_chk_en = 1'b0 ;
               edge_bit_en = 1'b0 ; 
               deser_en    = 1'b0 ; 
               par_chk_en  = 1'b0 ; 
               stp_chk_en  = 1'b0 ;
               dat_samp_en = 1'b0 ; 			   
			  end  			
           end
  start  : begin
			 strt_chk_en = 1'b1 ;  
             edge_bit_en = 1'b1 ; 
             deser_en    = 1'b0 ; 
             par_chk_en  = 1'b0 ; 
             stp_chk_en  = 1'b0 ;
             dat_samp_en = 1'b1 ;			 
           end
  data   : begin
             edge_bit_en = 1'b1 ; 
             deser_en    = 1'b1 ; 
             par_chk_en  = 1'b0 ; 
             stp_chk_en  = 1'b0 ;
             dat_samp_en = 1'b1 ;			 
           end
  parity : begin
             edge_bit_en = 1'b1 ; 
             deser_en    = 1'b0 ; 
             par_chk_en  = 1'b1 ; 
             stp_chk_en  = 1'b0 ;
             dat_samp_en = 1'b1 ;				 
           end
  stop   : begin
             edge_bit_en = 1'b1 ; 
             deser_en    = 1'b0 ; 
             par_chk_en  = 1'b0 ; 
             stp_chk_en  = 1'b1 ;
             dat_samp_en = 1'b1 ;				 
           end	
  err_chk: begin
             edge_bit_en = 1'b0 ; 
             deser_en    = 1'b0 ; 
             par_chk_en  = 1'b0 ; 
             stp_chk_en  = 1'b0 ;
             dat_samp_en = 1'b1 ;
             if(par_err | stp_err)
			   begin
			    data_valid = 1'b0 ; 
               end
			 else
			   begin
			    data_valid = 1'b1 ; 	    				
               end				 
           end			   
  default: begin
             edge_bit_en = 1'b0 ; 
             deser_en    = 1'b0 ; 
             par_chk_en  = 1'b0 ; 
             stp_chk_en  = 1'b0 ;	
			 data_valid  = 1'b0 ;
             dat_samp_en = 1'b0 ;				 
		   end 
  endcase                 	   
 end 
endmodule
</file>
<file path="design/flow/constraint.sdc">
current_design uart_rx_fsm

set clk_period 1.7
set clk_io_pct 0.2

create_clock -name clk0 -period $clk_period [get_ports {CLK}]

set non_clock_inputs [all_inputs -no_clocks]
set_input_delay [expr $clk_period * $clk_io_pct] -clock clk0 $non_clock_inputs
set_output_delay [expr $clk_period * $clk_io_pct] -clock clk0 [all_outputs]
</file>
==> results.sh <==
# source this file to load flow results
export IMPL_dr_pass1_iters=4
export IMPL_critPathKind="reg -> out"
export IMPL_maxUsedRoutingLayer="met4"
export IMPL_wl_met1_um=894
export IMPL_largest_reg_flops=6
export IMPL_io_buffer_count=29
export IMPL_vias=740
export IMPL_drc=0
export IMPL_wl_met2_um=894
export IMPL_antenna_cells=0
export IMPL_clock_fmax_mhz=541
export IMPL_die_w_um=95
export IMPL_rows=27
export IMPL_pwr_density_cell_nw_per_um2=481
export IMPL_io_pins=30
export IMPL_skew_ns=0.00437
export IMPL_synthArstFlopShare_pct=100
export IMPL_fin_crit_sh_pct=109
export IMPL_rsz0062_at_grt="true"
export IMPL_worstSetupStartpoint="current_state[3]"
export IMPL_layout_min_cycle_time_ns=1.85
export IMPL_place_inst=194
export IMPL_core_area_um2=5470
export IMPL_wl_met3_um=255
export IMPL_maxCapViolCount=0
export IMPL_die_area_um2=9030
export IMPL_fin_total_pwr_uw=617
export IMPL_syn_inst=73
export IMPL_final_max_slew_viol_count=0
export IMPL_critPathCaptureType="primary output"
export IMPL_holdWs_ns=0.356
export IMPL_areaGrowthSynthToFinish_pct=103
export IMPL_regMostFlops="current_state"
export IMPL_p_leak_nw=0.600
export IMPL_first_iter_violations=21
export IMPL_violations="setup timing"
export IMPL_clk_pin_slew_worst_paths_ns=0.04
export IMPL_post_drt_wl_per_cell_um=10.3
export IMPL_dp_hpwl_um=1830
export IMPL_syn_area_um2=632
export IMPL_avgSynthCellArea_um2=8.66
export IMPL_fin_cells=200
export IMPL_path_max_fanout=2
export IMPL_grt_max_degree=7
export IMPL_synthFlopType="dfrtp_1"
export IMPL_synth_edff_count=0
export IMPL_cp_required_ns=1.36
export IMPL_cts_tree="built"
export IMPL_crit_path_start_kind="register"
export IMPL_clock_sinks=6
export IMPL_grt_pass1_wl_um=3580
export IMPL_gp_congestion=0.830
export IMPL_drt_total_wl_um=2070
export IMPL_cp_arrival_ns=1.51
export IMPL_ys_seq_share_pct=24.0
export IMPL_worst_pin_slew_ns=0.266
export IMPL_cts_buffers=3
export IMPL_synth_cell_types=37
export IMPL_hold_class="in -> async"
export IMPL_r2r_start="current_state[1]"
export IMPL_top_regs="current_state: 6 flops"
export IMPL_h_tree_depth=1
export IMPL_drtAntennaViolNets=0
export IMPL_clk_latency_ns=0.22
export IMPL_setup_ws_ns=-0.149
export IMPL_setup_violations=2
export IMPL_ys_warn_count=1
export IMPL_dp_worst_setup_slack_ns=-0.801
export IMPL_grt_pass1_vias=813
export IMPL_status="finished, violations left"
export IMPL_drive_above_1_share_pct=40.6
export IMPL_warnings=28
export IMPL_antenna_found_initial=0
export IMPL_die_h_um=95
export IMPL_ys_cells=73
export IMPL_hold_viol=0
export IMPL_grt_ovfl_total=0
export IMPL_peakVddDrop_mv=0.282
export IMPL_groute_usage_overall_pct=4.75
export IMPL_fp_utilization_pct=11.5
export IMPL_vias_per_cell=3.70
export IMPL_clockBufferDepth=2
export IMPL_ys_flops=6
export IMPL_max_slew_margin_pct=82.2
export IMPL_yosysChipArea_um2=632
export IMPL_cts_root_buf="clkbuf_8"
## Yosys cell counts (all sizes together) (3+ instances only)
library cell | instances | area, µm²
inv | 7 | 26.3
nor2 | 6 | 22.5
xnor2 | 6 | 60.1
dfrtp | 5 | 125
nand2b | 4 | 32.5
xor2 | 4 | 35.0
a31oi | 3 | 18.8
ha | 3 | 37.5
nor3 | 3 | 15.0
## metrics by stage
stage | setup TNS, ns | util [%] | instance area [µm²]
after floorplan | 0 | - | 649
after global placement | -4.60 | 21.6 | 1180
after detailed placement | -4.63 | 21.6 | 1180
after CTS | -0.353 | 22.8 | 1250
after global routing | -0.284 | 23.5 | 1280
final | -0.211 | 23.5 | 1280
## cells by family (layout without fill, tap and decap cells)
family	after synthesis	after routing	synth area share, %
compound gates	18	18	22.4
xor+xnor	10	10	15.0
fa+ha+maj	3	3	5.94
buf+inv	7	62	4.16
flops	6	6	24.0
simple gates	29	29	28.5
## power breakdown
part	internal [mW]	total, mW	leakage, nW	switching (mW)
clock network	0.161	0.220	0.0228	0.0593
registers	0.149	0.152	0.0767	0.00289
logic	0.151	0.245	0.500	0.0943
## what timing repair did
action / 4_1_cts / 5_1_grt
buffers inserted: 2 / 0
gates resized: 33 / 15
pin swaps: 10 / 7
hold buffers: 0 / 0
setup endpoints to repair: 10 / 7
## final timing paths
kind / to / slack (ns) / cells past startpoint
max: dat_samp_en / -0.15 / 4
min reg2reg: current_state[0] / 0.58 / 2
min in group clk0: current_state[3] / 0.41 / 2
max reg2reg: current_state[2] / 0.64 / 3
max in group asynchronous: current_state[0] / 1.07 / 1
min: current_state[1] / 0.36 / 1
## routing by layer
metal,vias to the layer above,GRT usage (%)
li1,387,-
met1,325,5.88
met2,24,7.49
met3,4,2.08
met4,0,0.998
met5,-,0
## worst max-delay path, stage by stage, from the launching register on
cell and delay, ns:
dfrtp_1 0.37, a21o_1 0.17, or4_4 0.41, or2_4 0.24, buf_6 0.10
## final cells by class
type	instances	area [µm²]
inverters	7	31.3
flip-flops and latches	6	151
clock buffers	4	45.0
multi-input cells	60	527
repair buffers	51	440
fillers	593	4190
well taps	72	90.1
## cells in the final DEF, fill, tap and decap left out, drive strengths merged, types with 4 or more instances in the layout
cell type / count
nor2: 6
xnor2: 6
inv: 7
dlygate4sd2: 8
clkbuf: 6
dfrtp: 5
xor2: 4
clkdlybuf4s50: 8
nand2b: 4
dlymetal6s2s: 6
buf: 26
No activity file was given, so power comes from the tool's default toggle rates.
